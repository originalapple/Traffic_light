## run.sh

```bash
#!/bin/bash
# OpenROAD 26Q1-2900-gdf79404cd8, Yosys 0.63+post, stock flow scripts
make -C /OpenROAD-flow-scripts/flow DESIGN_CONFIG=/design/flow/config.mk WORK_HOME=/design/flow/orfs finish
```

## config.mk

```make
export PLATFORM = sky130hd
export DESIGN_NAME = top
export DESIGN_NICKNAME = top
export VERILOG_FILES = /design/flow/design.v
export SDC_FILE = /design/flow/constraint.sdc
export NUM_CORES = 4
export LEC_CHECK = 1
export CORE_UTILIZATION = 40
```

## constraint.sdc

```tcl
current_design top

set clk_period 1.0
set clk_io_pct 0.2

create_clock -name clk0 -period $clk_period [get_ports {Clk}]

set non_clock_inputs [all_inputs -no_clocks]
set_input_delay [expr $clk_period * $clk_io_pct] -clock clk0 $non_clock_inputs
set_output_delay [expr $clk_period * $clk_io_pct] -clock clk0 [all_outputs]
```

## design.v

```verilog
`timescale 1ns / 1ps
module FSM(HR,HY,HG,FR,FY,FG,ST,TS,TL,TSE,C,AMB,reset,Clk);
output HR,HY,HG,FR,FY,FG;
output ST;
input TS,TL;
input TSE;
input C,reset,Clk;
input AMB;
reg[6:1] state;
reg ST;
parameter highwaygreen = 6'b001100;
parameter highwayyellow = 6'b010100;
parameter farmroadgreen = 6'b100001;
parameter farmroadyellow = 6'b100010;
assign HR = state[6];
assign HY = state[5];
assign HG = state[4];
assign FR = state[3];
assign FY = state[2];
assign FG = state[1];
always @(posedge Clk) begin
if(reset)begin
state <= highwaygreen;
ST <= 1;
end
else begin
ST <= 0;
case(state)
highwaygreen:
if(AMB | (TL & C)) begin
state <= highwayyellow; ST <= 1; end
highwayyellow:
if((AMB & TSE) | TS) begin
state <= farmroadgreen; ST <= 1; end
farmroadgreen:
if((!AMB & C & TL) | (!(C | AMB))&TS) begin
state <= farmroadyellow; ST <= 1; end
farmroadyellow:
if(AMB & TSE) begin
state <= farmroadgreen; ST <= 1; end
else if(TS) begin
state <= highwaygreen; ST <= 1; end
endcase
end
end
endmodule
`timescale 1ns / 1ps
module Timer(TS,TL,TSE,ST,Clk);
output TS;
output TL;
output TSE;
input ST;
input Clk;
integer value;
assign TS = (value >= 4*6000000);
assign TSE = (value >= 1*6000000);
assign TL = (value >= 14*6000000);
always @(posedge Clk or posedge ST) begin
if(ST)
value <= 0;
else if(TL)
value <=value;
else
value <= value+1;
end
endmodule
`timescale 1ns / 1ps
module ind(IND_FARMCAR,IND_AMB,AMB,C,Clk,reset );
input AMB;
input C;
input Clk;
input reset;
output reg IND_FARMCAR;
output reg IND_AMB;
wire WH,RE;
integer r;
assign WH = (r >= 800000);
assign RE = (r >= 1600000);
always @(posedge Clk) begin
if(reset) begin
IND_FARMCAR <= 0;
IND_AMB <= 0;
end
else begin
if(AMB & RE) begin
IND_AMB <= 1;
r <= 0;
end
else if(AMB & WH) begin
IND_AMB <= 0;
r <= r+1;
end
else if(AMB) begin
IND_AMB <= 1;
r <= r+1;
end
else begin
IND_AMB <= 0;
r <= 0;
end
if(C) IND_FARMCAR <= 1;
else IND_FARMCAR <= 0;
end
end
endmodule
`timescale 1ns / 1ps
module top (FARMTR,HIGHWAYTR,IND_FARMCAR,IND_AMB,Clk,RS,FARMCAR,AMB_IN);
input Clk;
input RS;
input FARMCAR;
input AMB_IN;
output[2:0]FARMTR;
output[2:0]HIGHWAYTR;
output IND_FARMCAR;
output IND_AMB;
wire AMB,C;
wire HR,HY,HG,FR,FY,FG;
traffic trafficlight_controller(.AMB(AMB),.HR(HR),.HY(HY),.HG(HG),.FR(FR),.FY(FY),.FG(FG),.reset(RS),.C(C),.Clk(Clk));
ind indicator(.IND_FARMCAR(IND_FARMCAR),.IND_AMB(IND_AMB),.AMB(AMB),.C(C),.Clk(Clk),.reset(RS));
trafficlight trafficlight(FARMTR,HIGHWAYTR,AMB,C,HR,HY,HG,FR,FY,FG,AMB_IN,FARMCAR,Clk,RS);
endmodule
`timescale 1ns / 1ps
module traffic(HR,HY,HG,FR,FY,FG,reset,C,AMB,Clk );
output HR,HY,HG,FR,FY,FG;
input reset,C,AMB,Clk;
wire TS,TL,TSE,ST;  
Timer part1(TS,TL,TSE,ST,Clk);
FSM part2(HR,HY,HG,FR,FY,FG,ST,TS,TL,TSE,C,AMB,reset,Clk);
endmodule
`timescale 1ns / 1ps
module trafficlight(FARMTR,HIGHWAYTR,AMB,C,HR,HY,HG,FR,FY,FG,AMB_IN,FARMCAR,Clk,RS);
input Clk;
input HR,HY,HG,FR,FY,FG;
input RS;
input FARMCAR;
input AMB_IN;
output reg[2:0] FARMTR;
output reg[2:0] HIGHWAYTR;
output reg AMB;
output reg C;
parameter white = 3'b111;
parameter red = 3'b100;
parameter green = 3'b010;
parameter yellow = 3'b110;
always @(posedge Clk) begin
if(RS) begin
FARMTR <= red;
HIGHWAYTR <= green;
AMB <= 0;
C <= 0;
end
else begin
if(AMB_IN)AMB <= 1;
else if(FARMCAR)C <= 1;
if(HY) begin
FARMTR <= red;
HIGHWAYTR <= yellow;
end
else if(HG) begin
FARMTR <= red;
HIGHWAYTR <= green;
end
else if(FY) begin
FARMTR <= yellow;
HIGHWAYTR <= red;
end
else if(FG) begin
FARMTR <= green;
HIGHWAYTR <= red;
if(~AMB_IN)AMB <= 0;
if(~FARMCAR)C <= 0;
end
end
end
endmodule
```

==> impl_metrics.py <==
# Generated from Yosys and OpenROAD reports
metrics = {
    "status": {
        "status": "finished with violations",
        "violations": "setup timing",
    },
    "clock_network": {
        "insertion_delay_ps": 350,
        "clkSlewWorstSetupHoldPaths_ps": 80,
        "cts_tree": "built",
        "cts_made_buffers": 9,
        "cts-root-buf": "clkbuf_8",
        "holdBufCountCts": 0,
        "cts_num_sinks": 79,
        "cts_max_level": 3,
        "cts_buffer_depth": 2,
    },
    "critical_path": {
        "crit_type": "flop to flop",
        "crit_slowest_cell": "or4_1",
        "crit_arrival_ps": 2820,
        "ff2ff_setup_slack_ps": -1570,
        "path_delay_family": "AND-OR/OR-AND gates",
        "end_kind": "flop",
        "crit_cells": 8,
        "worstPathBufferInverterCount": 1,
        "start_kind": "flop",
        "startpoint": "trafficlight_controller.part1.value[21]",
        "cp_max_fo": 2,
        "required_ps": 1240,
        "path_cells": "or4_1 > or3_4 > a221oi_4 > buf_4 > nor2b_2 > o2111a_1 > o221a_1 > a31o_1",
        "r2r_start": "trafficlight_controller.part1.value[21]",
        "endpoint": "trafficlight_controller.part2.state[6]",
        "r2r_cells": 8,
        "critPathMaxStageDelay_ps": 520,
        "r2r_end": "trafficlight_controller.part2.state[6]",
    },
    "logic_synthesis": {
        "async_flop_share_pct": 40.5,
        "synthTopCellsByArea": "edfxtp_1, dfrtp_1, dfxtp_1",
        "top_cell": "nor2_1",
        "enable_flop_cells": 32,
        "flop_cell": "edfxtp_1",
        "yosys_area_mm2": 0.00402,
        "yosys.cell_types.count": 49,
        "ys_top_cells_by_count": "nor2_1, nand2_1, dfrtp_1, edfxtp_1, xnor2_1",
        "synthCells": 404,
        "yosys_warnings": 4,
        "ys_cells": 404,
        "avgSynthCellArea_um2": 9.96,
        "yosysTopAreaCellShare_pct": 23.9,
        "ys_seq_share_pct": 51.3,
        "synth_flops": 79,
        "netlist.top_cell.by_area": "edfxtp_1",
        "syn_area_mm2": 0.00402,
    },
    "floorplanning": {
        "fp_util_pct": 41.2,
        "coreArea_mm2": 0.00977,
        "chipHeight_um": 102,
        "io_pins": 12,
        "num_rows": 36,
        "die_area_mm2": 0.0105,
        "die_w_um": 102,
    },
    "global_routing": {
        "grt_overflow": 0,
        "grt_pass1_wl_um": 15600,
        "grt_antenna_before_repair": 0,
        "grtUsageTotal_pct": 19.3,
        "grt_start_max_net_pins": 33,
        "grt_pass1_vias": 3463,
    },
    "final_timing": {
        "final_max_slew_viol_count": 0,
        "final.period_utilization_pct": 257,
        "post-route-min-period_ps": 2570,
        "skew_ps": 15.1,
        "timing.fmax_mhz": 388,
        "setup_violations": 74,
        "slew_headroom_pct": 62.6,
        "final_hold_viol_count": 0,
        "holdWs_ps": 229,
        "layout_setup_ws_ps": -1570,
        "tightest_slew_ps": 553,
        "rsz0062_at_grt": "true",
    },
    "route": {
        "via_per_inst": 4.95,
        "num_vias": 3526,
        "antenna_cells_inserted": 0,
        "drt_iter0_markers": 95,
        "wl_um": 9650,
        "dr.pass1.iters": 4,
        "ant_nets": 0,
        "wl_per_cell_um": 13.5,
        "drc": 0,
    },
    "final_layout": {
        "layout.cells.non_filler": 713,
        "final-comb-area_mm2": 0.00235,
        "syn_to_final_growth_pct": 55.3,
        "fillers": 701,
        "final-seq-area_mm2": 0.00207,
        "drive_above_1_share_pct": 46.0,
    },
    "run": {
        "max_cap_violations": 0,
        "warnings": 32,
    },
    "place": {
        "place.detailed.hpwl_um": 6090,
        "io_buffers": 9,
        "gp_congestion": 0.893,
        "placedCellCount": 676,
    },
    "worst_hold_path": {
        "min_path_type": "flop to asynchronous set/reset pin",
    },
    "power": {
        "powerDensity_mw_per_mm2": 996,
        "total_power_mw": 6.22,
        "power_leakage_nw": 2.72,
        "vdd_drop_max_mv": 0.565,
    },
}
-- tightest hold or removal path: cells and delay by family (launching register included) --
family / cells / cell delay (ps)
buffers and inverters: 2 / 280
flip-flops: 1 / 310
-- cell usage in the layout, fill, tap and decap left out, types with 13 or more instances in the layout --
master and instances:
dfrtp_1 32, buf_6 21, xor2_1 25, nand3_1 17, nor2_1 34, edfxtp_1 32, nand2_1 30, inv_1 13
xnor2_1 27, buf_4 133, nor2_4 20
-- per-layer routing --
metal	routed length [um]	GRT usage, %
met5	0	0
met3	319	2.29
met2	4640	32.0
met1	4590	29.2
met4	99	2.42
-- how the worst min path moves through the flow --
stage | to | slack, ps | cells past startpoint
CTS | trafficlight_controller.part1.value[27] | 250 | 2
global route | trafficlight_controller.part1.value[29] | 290 | 2
finish | trafficlight_controller.part1.value[27] | 230 | 2
-- registers in the layout, indices dropped and copies added, names as in the netlist --
signal                               flops
trafficlight_controller.part2.state      6
trafficlight_controller.part1.value     32
trafficlight.AMB                         1
trafficlight.FARMTR                      2
indicator.r                             32
indicator.IND_AMB                        1
trafficlight_controller.part2.ST         1
trafficlight.C                           1
trafficlight.HIGHWAYTR                   2
indicator.IND_FARMCAR                    1
-- power breakdown --
| group | internal [mW] | leakage, nW | switching, mW |
|---|---|---|---|
| clock network | 0.890 | 0.0797 | 1.21 |
| logic | 0.301 | 1.76 | 0.317 |
| registers | 3.45 | 0.879 | 0.0521 |
| total | 4.64 | 2.72 | 1.58 |
-- repair_timing --
| action | 4_1_cts | 5_1_grt |
|---|---|---|
| setup endpoints to repair | 109 | 83 |
| setup buffers | 13 | 13 |
| pin swaps | 32 | 44 |
| resized | 85 | 67 |
| endpoints found under the hold margin | 0 | 0 |
| cloned | 2 | 1 |
-- cell type report --
| class | count | area share (%) |
|---|---|---|
| repair buffers | 170 | 23.1 |
| well taps | 133 | 2.66 |
| flip-flops and latches | 79 | 33.2 |
| multi-input cells | 301 | 37.6 |
| inverters | 14 | 0.841 |
| clock buffers | 10 | 2.04 |
| clock inverters | 6 | 0.601 |
-- through the flow --
step | utilization (%) | TNS [ps] | setup WS [ps] | instance area, um^2
2_1_floorplan | - | -82460 | -1650 | 4130
3_3_place_gp | 55.1 | -90040 | -1510 | 5390
3_5_place_dp | 55.1 | -91820 | -1540 | 5390
4_1_cts | 60.5 | -80780 | -1530 | 5920
5_1_grt | 63.9 | -89460 | -1670 | 6250
6_report | 63.9 | -82550 | -1570 | 6250
-- cells by family after synthesis --
logic type | count (synthesis) | share of synthesized area (%)
AOI/OAI and AO/OA | 43 | 7.68
adders and majority gates | 4 | 1.24
xor gates and xnor gates | 60 | 13.1
other | 1 | 0.0932
and+or+nand+nor | 192 | 24.1
buffers and inverters | 25 | 2.52
DFF | 79 | 51.3
Power and IR drop assume default switching activity.
